## design/flow/design.v

```verilog
module MUX(A, B, C, D, s, out);
input [4:0] A, B, C, D;
input [1:0] s;
output reg [4:0] out;
always@(s, A, B, C, D)
begin
case(s)
	2'b00 : out = A;
	2'b01 : out = B;
	2'b10 : out = C;
	2'b11 : out = D;
endcase
end
endmodule
module TopModule(a1, b1, a2, b2, a3, b3, a4, b4, s, out);
input [3:0] a1, b1, a2, b2, a3, b3, a4, b4;
input [1:0] s;
output [4:0] out;
wire [4:0] sum1, sum2, sum3, sum4;
RCA U1(.A(a1), .B(b1), .S(sum1));
RCA U2(.A(a2), .B(b2), .S(sum2));
RCA U3(.A(a3), .B(b3), .S(sum3));
RCA U4(.A(a4), .B(b4), .S(sum4));
MUX U0(.A(sum1), .B(sum2), .C(sum3), .D(sum4), .s(s), .out(out));
endmodule
module FullAdder(x, y, c_in, s, c_out);
input x, y, c_in;
output s, c_out;
wire temp_sum, temp_carry1, temp_carry2;
HA_BM V0(.x(x), .y(y), .s(temp_sum), .c(temp_carry1));
HA_BM V1(.x(c_in), .y(temp_sum), .s(s), .c(temp_carry2));
assign c_out = temp_carry1|temp_carry2;
endmodule
module HA_BM(x, y, s, c);
input x, y;
output reg s, c;
always@(x, y)
begin
if(x==0 && y==0)
	begin
	s = 0; c = 0;
	end
else if(x==1 && y==1)
	begin
	s = 0; c = 1;
	end
else
	begin
	s = 1; c = 0;
	end
end
endmodule
module RCA(A, B, c_in, S, c_out);
input [3:0] A, B;
input c_in;
output [3:0] S;
output c_out;
wire temp1, temp2, temp3;
FullAdder FA1(.x(A[0]), .y(B[0]), .c_in(c_in), .s(S[0]), .c_out(temp1));
FullAdder FA2(.x(A[1]), .y(B[1]), .c_in(temp1), .s(S[1]), .c_out(temp2));
FullAdder FA3(.x(A[2]), .y(B[2]), .c_in(temp2), .s(S[2]), .c_out(temp3));
FullAdder FA4(.x(A[3]), .y(B[3]), .c_in(temp3), .s(S[3]), .c_out(c_out));
endmodule
```

## design/flow/run.sh

```bash
#!/bin/bash
# OpenROAD 26Q1-2900-gdf79404cd8, Yosys 0.63+post, stock flow scripts
make -C /OpenROAD-flow-scripts/flow DESIGN_CONFIG=/design/flow/config.mk WORK_HOME=/design/flow/orfs finish
```

## design/flow/config.mk

```make
export PLATFORM = sky130hd
export DESIGN_NAME = TopModule
export DESIGN_NICKNAME = TopModule
export VERILOG_FILES = /design/flow/design.v
export SDC_FILE = /design/flow/constraint.sdc
export NUM_CORES = 4
export LEC_CHECK = 1
export CORE_AREA = 10 10 70 70
export DIE_AREA = 0 0 80 80
```

## design/flow/constraint.sdc

```tcl
current_design TopModule

set clk_period 3.7
set clk_io_pct 0.2

create_clock -name clk0 -period $clk_period

set non_clock_inputs [all_inputs -no_clocks]
set_input_delay [expr $clk_period * $clk_io_pct] -clock clk0 $non_clock_inputs
set_output_delay [expr $clk_period * $clk_io_pct] -clock clk0 [all_outputs]
```

==> flow_metrics.py <==
# Flow results
metrics = {
    "outcome": {
        "outcome": "completed",
    },
    "finish": {
        "regArea_um2": 0,
        "final_layout_size_suffix_gt1_share_pct": 14.9,
        "layout-area-overhead-vs-synth_pct": 116,
        "clock_buffers": 0,
        "layout.cells.non_filler": 113,
        "layout_cell_area_excl_fill_um2": 825,
        "postLayoutCoreUtil_pct": 24.1,
        "layout.area.comb_um2": 380,
        "n_sequential_cell": 0,
        "nFillCells": 379,
    },
    "detailed_routing": {
        "route.detailed.vias_per_inst": 3.10,
        "drt_pre_antenna_iters": 4,
        "detail_route.wl_per_cell_um": 11.8,
        "diodes": 0,
        "wl_um": 1340,
        "routed_vias": 350,
        "drtIter0Drc": 6,
        "drc_errors": 0,
        "drt.antenna.violating_nets": 0,
    },
    "floorplan": {
        "die_y_um": 80,
        "placementRows": 21,
        "die_w_um": 80,
        "floorplan_utilization_pct": 11.2,
        "placeableCoreArea_um2": 3420,
        "num_io_pins": 39,
        "design.die.area_um2": 6400,
    },
    "final_timing": {
        "fin_crit_ps": 3570,
        "fmax_ghz": 0.280,
        "final_count_of_hold_timing_violations": 0,
        "hold_ws_ps": 2270,
        "timing.final.crit_share_pct": 96.6,
        "drv_slew": 0,
        "timing.setup.tns_ps": 0,
        "unrepaired_setup_endpoints_after_global_routing": "false",
        "setup_viol": 0,
    },
    "yosys": {
        "syn-mean-instance-area_um2": 11.9,
        "synth-warning-count": 10,
        "synthDominantCellAreaShare_pct": 42.0,
        "synth_seq_share_pct": 0,
        "synth-cells-yosys": 32,
        "synth.area.top_cells": "fa_1 (42%), xnor3_1 (18%), mux4_2 (12%)",
        "netlist.top_cell.by_area": "fa_1",
        "synth.distinct_cells": 13,
        "yosys.stat.chipArea_um2": 382,
        "postSynthCellCount": 32,
        "syn-cell-area_um2": 382,
    },
    "place": {
        "buffer_ports.inserted": 37,
        "place_hpwl_um": 1280,
        "dp.cells": 113,
        "area_after_dpl_um2": 795,
        "finalWeightedCongestion": 0.838,
    },
    "global_route": {
        "antenna_found_initial": 0,
        "first_global_vias": 419,
        "gr-usage-met3_pct": 2.16,
        "globalRouteMet2Util_pct": 6.82,
        "grt_start_max_net_pins": 7,
        "grtUsageTotal_pct": 4.03,
        "use_met1_pct": 4.69,
        "grt_remaining_overflow": 0,
        "grt_first_pass_wirelength_um": 2060,
        "grt_busiest_layer": "met2",
    },
    "clock_tree": {
        "hold_fix_buffers_cts": 0,
        "cts.repair_timing.setup_buffer_count": 0,
    },
    "power_and_ir_drop": {
        "total_leakage_power_nw": 0.331,
        "max-vdd-ir-drop_uv": 60.3,
        "pwr_density_cell_nw_per_um2": 123,
    },
    "worst_setup_path": {
        "crit_required_ps": 2960,
        "setup.worst_path.start_class": "primary input",
        "worst-endpoint-arrival_ps": 2830,
        "worstSetupPathType": "primary input to output pin",
        "critical_path_peak_fanout": 1,
        "critical_path_sink_type": "output pin",
    },
    "job": {
        "max-cap-violations": 0,
        "stage_log_warnings": 33,
    },
    "hold_path": {
        "worstHoldPathType": "primary input to output pin",
    },
}
==> cell usage after synthesis, drive strengths merged <==
cell / instances
xnor3: 3
mux4: 2
o32a: 1
and2: 3
xnor2: 2
fa: 8
nand2: 2
a21oi: 1
conb: 2
o22ai: 1
nand2b: 1
buf: 2
inv: 4
==> worst paths after layout <==
| path | start | end | slack [ps] | cells after the start |
|---|---|---|---|---|
| setup / recovery | a2[1] | out[2] | 130 | 7 |
| hold / removal | a1[3] | out[3] | 2270 | 4 |
==> layer usage <==
layer  wire (µm)  part of all wire, %
met4           0                    0
met1         493                   37
met3         198                   15
met5           0                    0
met2         644                   48
==> through the flow <==
stage,worst slack (ps),total power [mW]
floorplan,743,0.0391
global placement,-223,0.101
detailed placement,-249,0.102
CTS,-60.0,0.102
global route,29.6,0.113
finish,125,0.101
==> final cells by class <==
| type | count | area share, % |
|---|---|---|
| timing repair buffer | 37 | 45.1 |
| tap | 46 | 6.98 |
| inverter | 4 | 1.82 |
| multi-input combinational | 26 | 46.1 |
==> where the power goes <==
part           internal [mW]  switching [mW]
Sequential                 0               0
Combinational         0.0724          0.0289
Clock                      0               0
Total                 0.0724          0.0289
==> repair_timing <==
item,4_1_cts,5_1_grt
gates resized,6,4
endpoints found under the setup margin,2,1
pin swaps,3,2
==> cells by family (layout without fill, tap and decap cells) <==
kind of cell    Yosys count  count (layout)  share of synthesized area, %
fa+ha+maj                 8               8                          42.0
simple gates              6               6                          8.53
buf+inv                   6              41                          7.87
xor+xnor                  5               5                          22.3
compound gates            3               3                          5.57
other cells               2               2                          1.97
mux                       2               2                          11.8
==> worst max-delay path: stages <==
cell,delay [ps]
clkdlybuf4s50_1,450
inv_1,50
fa_1,400
inv_1,70
fa_1,410
mux4_2,450
dlygate4sd2_1,270
==> cell usage in the layout, fill, tap and decap left out <==
cell,n
clkdlybuf4s50_1,35
fa_2,6
inv_1,4
xnor3_1,3
and2_1,3
nand2_1,2
mux4_2,2
fa_1,2
conb_1,2
xnor2_2,1
xnor2_1,1
a21oi_1,1
nand2b_1,1
o22ai_2,1
o32a_1,1
dlygate4sd2_1,1
dlymetal6s2s_1,1
Power and IR drop assume default switching activity.
