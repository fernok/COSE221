$ cat ./config.mk
export PLATFORM = sky130hd
export DESIGN_NAME = sync_cnt
export DESIGN_NICKNAME = sync_cnt
export VERILOG_FILES = /design/flow/design.v
export SDC_FILE = /design/flow/constraint.sdc
export NUM_CORES = 4
export LEC_CHECK = 1
export CORE_UTILIZATION = 30
$ cat ./constraint.sdc
current_design sync_cnt

set clk_period 3.1
set clk_io_pct 0.2

create_clock -name clk0 -period $clk_period [get_ports {clk}]

set non_clock_inputs [all_inputs -no_clocks]
set_input_delay [expr $clk_period * $clk_io_pct] -clock clk0 $non_clock_inputs
set_output_delay [expr $clk_period * $clk_io_pct] -clock clk0 [all_outputs]
$ cat ./design.v
module mono_cnt(rst, clk, out);
input rst, clk;
output reg [3:0] out;
reg [3:0] d;
always@(negedge rst, posedge clk)
begin
if(!rst) begin out = 0; d = 0; end
else
begin
	d <= d + 1;
	if(d == 9) d <= 0;
	out <= d;
end
end
endmodule
module sync_cnt(rst, clk, out0, out1, out2, out3);
input rst, clk;
output [3:0] out0, out1, out2, out3;
wire clk1, clk10, clk100, clk1000;
freq_div FD(rst, clk, clk1, clk10, clk100, clk1000);
mono_cnt CNT0(rst, clk1, out0);
mono_cnt CNT1(rst, clk10, out1);
mono_cnt CNT2(rst, clk100, out2);
mono_cnt CNT3(rst, clk1000, out3);
endmodule
module freq_div(rst, in_clk, clk_s10, clk_m1, clk_m10, clk_h);
input rst, in_clk;
output reg clk_s10, clk_m1, clk_m10, clk_h;
reg [2:0] d_s10;
reg [4:0] d_m1;
reg [8:0] d_m10;
reg [10:0] d_h;
always@(negedge rst, posedge in_clk)
begin
if(!rst)
   begin
     d_s10 = 0;
     d_m1 = 0;
     d_m10 = 0;
     d_h = 0;
     clk_s10 = 0;
     clk_m1 = 0;
     clk_m10 = 0;
     clk_h = 0;
   end
else
   begin
     d_s10 <= d_s10 + 1;
     d_m1 <= d_m1 + 1;
     d_m10 <= d_m10 + 1;
     d_h <= d_h + 1;
     if(d_s10 == 4)
	d_s10 <= 0;
     else if(d_s10 == 0)
	clk_s10 = !clk_s10;
     if(d_m1 == 29)
	d_m1 <= 0;
     else if(d_m1 == 0)
	clk_m1 = !clk_m1;
     if(d_m10 == 299)
	d_m10 <= 0;
     else if(d_m10 == 0)
	clk_m10 = !clk_m10;
     if(d_h == 1799)
	d_h <= 0;
     else if(d_h == 0)
	clk_h = !clk_h;
   end
end
endmodule
$ cat ./run.sh
#!/bin/bash
# OpenROAD 26Q1-2900-gdf79404cd8, Yosys 0.63+post, stock flow scripts
make -C /OpenROAD-flow-scripts/flow DESIGN_CONFIG=/design/flow/config.mk WORK_HOME=/design/flow/orfs finish
==> flow_summary.yaml <==
# implementation run metrics
synthesis:
  avgSynthCellArea_um2: 12.4
  ys_seq_share_pct: 61.7
  ys_cells: 209
  ys.flops: 64
  synth-area-yosys_um2: 2590
  synth_cell_types: 34
  ys_warn_count: 2
  ff_type: "dfrtp_1"
  netlist_instances: 209
  syn_area_um2: 2590
  top_area_cell: "dfrtp_1"
  yosys.area.top_type_share_pct: 61.7
  edf_count: 0
  async_reset_ff_share_pct: 100
  topCellsByArea: "dfrtp_1 (62%), ha_1 (4.3%), xor2_1 (3.4%), xnor2_1 (3.0%), inv_1 (2.6%)"
floorplanning:
  fp_util_pct: 31.3
  die_h_um: 95.0
  die_w_um: 95.0
  die_area_um2: 9020
  rows: 33
  ios: 18
  core_area_um2: 8300
clocking:
  cts_resized: 0
  postCtsSetupBuffers: 0
  cts_tree: "built"
  clk_pin_slew_ps: 60
  ctsHtreeMaxLevel: 2
  hold_buffers: 0
  clk_latency_ps: 280
  cts_buffer_depth: 2
  cts_made_buffers: 5
  root_buffer: "clkbuf_8"
sta:
  untimed_endpoints: 48
  worst_slew_pin_slew_ps: 620
  hold_viol: 0
  max_freq_ghz: 0.613
  final.min_clock_period_ps: 1630
  unclocked_pins: 32
  rsz0062_at_grt: "no"
  setup_violations: 0
  period_used_pct: 52.6
  slew_viol_final: 0
  tns_ps: 0
  skew_ps: 7.39
  slew_headroom_pct: 58.7
setup_path:
  worst-path-max-fanout: 6
  r2r_slack_ps: 1470
  end_kind: "flip-flop"
  crit_arrival_ps: 1810
  crit_path_top_delay_cell: "or4_1"
  cp.required_ps: 3270
  worst_setup_path_start_kind: "flip-flop"
  crit_type: "reg2reg"
  crit_chain: "ha_1 > nand3_1 > or4_1 > o311ai_1"
  crit_path_max_incr_delay_ps: 540
cells_and_area:
  lay_top_count: "dfrtp_1"
  utilization_pct: 36.3
  layout-drive-gt1-share_pct: 8.47
  layout_top_cells: "dfrtp_1 (64), inv_1 (18), clkdlybuf4s50_1 (16)"
  stdcell_area_um2: 3010
  instances_no_fill: 341
  area_growth_pct: 16.2
routing:
  dr.first_iter.drc_count: 81
  post_drt_via_cell_ratio: 4.57
  wl_per_cell_um: 10.0
  num_antenna_cells: 0
  num_vias: 1560
  ant_nets: 0
  drc_errors: 0
  wirelength_mm: 3.41
  drtPass1Iterations: 4
run:
  maxCapViolations: 0
  warnings: 30
power_and_ir_drop:
  p_per_area_nw_per_um2: 271
  peakVddDrop_mv: 0.147
  p_leak_uw: 0.00130
grt:
  antenna_found_initial: 0
  grt_pass1_vias: 1434
  grt_pass1_wl_mm: 6.26
  grt_use_total_pct: 8.76
  grt_max_degree: 30
  overflow: 0
placed_design:
  dpl-instance-area_um2: 2910
  routabilityCongestion: 0.819
  dpl.cell_count: 333
  numPortBuffers: 17
  place_hpwl_mm: 2.46
run_status:
  status: "finished clean"
worst_hold_path:
  hp-class: "in2async"
==> synthesized netlist by cell type, types with 2 or more instances <==
cell and n:
a21oi_1 7, a22o_1 4, and2_1 2, dfrtp_1 64, ha_1 9, inv_1 18, mux2_2 4, mux2i_1 6
nand2_1 14, nand2b_1 5, nand3_1 9, nand4_1 6, nor2_1 11, nor4_4 2, o21ai_0 8, o21ai_1 2
or3_1 2, or4_1 2, or4_4 2, xnor2_1 9, xor2_1 10
==> metal layers <==
| metal | wire, um | GRT usage [%] |
|---|---|---|
| met4 | 51 | 1.01 |
| met2 | 1490 | 13.5 |
| met1 | 1750 | 13.2 |
| met3 | 126 | 2.12 |
| met5 | 0 | 0 |
==> sequential cells by signal, indices dropped and copies added, names as in the netlist <==
register,flops
CNT1.out,4
CNT2.d,4
CNT0.d,4
FD.d_m1,5
CNT1.d,4
FD.d_s10,3
CNT2.out,4
FD.clk_h,1
FD.d_h,11
CNT0.out,4
CNT3.out,4
FD.clk_m10,1
CNT3.d,4
FD.clk_s10,1
FD.clk_m1,1
FD.d_m10,9
==> power by group <==
group          internal (uW)  switching (uW)
registers                417               0
clock network            238             145
logic                   2.08            15.3
total                    657             160
==> per-stage QoR <==
stage | total power, uW | worst slack, ps | hold slack (ps)
floorplan | 425 | 1610 | 324
global placement | 444 | 1520 | 442
detailed placement | 444 | 1470 | 454
CTS | 837 | 1470 | 378
global route | 857 | 1390 | 401
finish | 818 | 1470 | 359
==> path summary, 6_finish.rpt <==
kind                                       startpoint               endpoint  depth (start not counted)
worst max-delay path              FD.d_h[0]$_DFF_PN0_   FD.d_h[10]$_DFF_PN0_                          4
worst min-delay path                              rst    FD.d_h[9]$_DFF_PN0_                          1
worst max register to register    FD.d_h[0]$_DFF_PN0_   FD.d_h[10]$_DFF_PN0_                          4
worst min register to register  FD.d_s10[0]$_DFF_PN0_  FD.d_s10[0]$_DFF_PN0_                          1
max in group asynchronous                         rst  FD.d_s10[2]$_DFF_PN0_                          2
min in group clk0               FD.d_s10[0]$_DFF_PN0_  FD.d_s10[0]$_DFF_PN0_                          1
==> layout make-up <==
cell class,instances,area (um2)
Multi-Input combinational cell,127,925
Sequential cell,64,1600
Timing Repair Buffer,19,180
Fill cell,799,5290
Tap cell,105,131
Clock inverter,2,35.0
Clock buffer,6,72.6
Inverter,18,67.6
==> kinds of logic after synthesis <==
group	Yosys count	synth area share [%]
adder cells (fa/ha/maj)	9	4.34
buffers and inverters	18	2.60
AND/OR/NAND/NOR	62	14.4
flip-flops	64	61.7
multiplexers	10	4.05
AND-OR/OR-AND	27	6.42
XOR/XNOR	19	6.42
==> critical path, delay by kind of cell (launching register included) <==
| kind | cells | cell delay [ps] |
|---|---|---|
| simple gates | 2 | 720 |
| fa+ha+maj | 1 | 280 |
| compound gates | 1 | 90 |
| flops | 1 | 430 |
No activity file was given, so power comes from the tool's default toggle rates.
