===== run.sh =====
#!/bin/bash
# OpenROAD 26Q1-2900-gdf79404cd8, Yosys 0.63+post, stock flow scripts
make -C /OpenROAD-flow-scripts/flow DESIGN_CONFIG=/design/flow/config.mk WORK_HOME=/design/flow/orfs finish

===== config.mk =====
export PLATFORM = sky130hd
export DESIGN_NAME = synccount
export DESIGN_NICKNAME = synccount
export VERILOG_FILES = /design/flow/design.v
export SDC_FILE = /design/flow/constraint.sdc
export NUM_CORES = 4
export LEC_CHECK = 1
export CORE_UTILIZATION = 50

===== constraint.sdc =====
current_design synccount

set clk_period 1.9
set clk_io_pct 0.2

create_clock -name clk0 -period $clk_period [get_ports {clk}]

set non_clock_inputs [all_inputs -no_clocks]
set_input_delay [expr $clk_period * $clk_io_pct] -clock clk0 $non_clock_inputs
set_output_delay [expr $clk_period * $clk_io_pct] -clock clk0 [all_outputs]

===== design.v =====
module count(rst, clk, out);
input rst, clk;
output reg [3:0] out;
reg [3:0] q;
always@(negedge rst, posedge clk)
begin
if(!rst) begin out = 0; q = 0; end
else begin
	q <= q + 1;
	if(q == 9) q <= 0;
	out <= q;
	end
end
endmodule
module synccount(rst, clk, out0, out1, out2, out3);
input rst, clk;
output [3:0] out0, out1, out2, out3;
wire clk1, clk10, clk100, clk1000;
freq_div FD(rst, clk, clk1, clk10, clk100, clk1000);
count C0(rst, clk1, out0);
count C1(rst, clk10, out1);
count C2(rst, clk100, out2);
count C3(rst, clk1000, out3);
endmodule
module freq_div(rst, in_clk, clk_s10, clk_m1, clk_m10, clk_h);
input rst, in_clk;
output reg clk_s10, clk_m1, clk_m10, clk_h;
reg [2:0] d_s10;
reg [4:0] d_m1;
reg [8:0] d_m10;
reg [10:0] d_h;
always@(negedge rst, posedge in_clk)
begin
if(!rst)
   begin
     d_s10 = 0;
     d_m1 = 0;
     d_m10 = 0;
     d_h = 0;
     clk_s10 = 0;
     clk_m1 = 0;
     clk_m10 = 0;
     clk_h = 0;
   end
else
   begin
     d_s10 <= d_s10 + 1;
     d_m1 <= d_m1 + 1;
     d_m10 <= d_m10 + 1;
     d_h <= d_h + 1;
     if(d_s10 == 4)
	d_s10 <= 0;
     else if(d_s10 == 0)
	clk_s10 = !clk_s10;
     if(d_m1 == 29)
	d_m1 <= 0;
     else if(d_m1 == 0)
	clk_m1 = !clk_m1;
     if(d_m10 == 299)
	d_m10 <= 0;
     else if(d_m10 == 0)
	clk_m10 = !clk_m10;
     if(d_h == 1799)
	d_h <= 0;
     else if(d_h == 0)
	clk_h = !clk_h;
   end
end
endmodule

==> qor.csv <==
metric;value;unit
placed_area;2870;µm²
timing.critical_path.required;2.08;ns
cp_slowest_stage_delay;0.53;ns
critical_path_peak_fanout;6;
synth-async-reset-ratio;100;%
grt_antenna_before_repair;0;
fillCellCount;367;
timing.final.max_slew_violations;0;
setup_ws;0.257;ns
dr.pass1.iters;4;
routedWlPerCell;11.9;µm
placement.setup.worst_slack;0.274;ns
cap_violations;0;
die-area;5480;µm²
worstPathCellList;ha_1 -> nand3_1 -> or4_1 -> o311ai_1;
initCoreUtil;53.5;%
rrSetupSlack;0.26;ns
max-vdd-ir-drop;0.327;mV
place.port_buffers;17;
syn_to_final_growth;14.1;%
gr-usage-met2;24.0;%
syn-mean-instance-area;12.4;µm²
sum_of_negative_setup_slack;0;ns
cp-start-kind;flop;
yosysChipArea;2590;µm²
reg2reg_to;FD.d_h[10]$_DFF_PN0_;
min_period;1.64;ns
final_common_cell;sky130_fd_sc_hd__dfrtp_1;
synth.yosys.num_cells;209;
htree_levels;2;
hold_class;input pin to asynchronous set/reset pin;
remaining_drc_errors;0;
tool_warnings;31;
fin_crit_sh;86.5;%
mostFrequentLayoutCells;sky130_fd_sc_hd__dfrtp_1, sky130_fd_sc_hd__inv_1, sky130_fd_sc_hd__clkdlybuf4s50_1;
timing.fmax;609;MHz
layout.cells.non_filler;303;
placed_cells;295;
post-route-cell-area;2960;µm²
global_route.peak_usage_layer;met1;
grt-ovfl-total;0;
cts.clk_slew.worst_paths;0.06;ns
status;finished, final reports clean;
cts-hold-fix-buffers;0;
setup_repair_after_global_routing_missed_its_margin;false;
clock_skew;0.00316;ns
fraction_of_synthesized_cell_area_taken_by_the_top_area_cell_type;61.7;%
synth_top_flop_cell;sky130_fd_sc_hd__dfrtp_1;
cts_repair_resize_count;0;
count_of_unclocked_register_or_latch_pins;32;
synth.distinct_cells;34;
numCtsBuffers;5;
core.rowCount;25;
finalHoldViolations;0;
cts-root-buf;sky130_fd_sc_hd__clkbuf_8;
area.sequential;1600;µm²
post-cts-setup-buffers;0;
ys_warn_count;2;
first_global_vias;1541;
count_of_library_flops_with_an_enable_pin;0;
die.size.y;74.0;µm
ys.flops;64;
r2r_start;FD.d_h[0]$_DFF_PN0_;
cts-root-to-sink-buffers;2;
untimed_endpoints;48;
groute.layer.met1.usage;25.4;%
synthesis.area;2590;µm²
layout-drive-gt1-share;8.05;%
grt_pass1_wl;6.58;mm
core;4850;µm²
crit_path_top_delay_cell;sky130_fd_sc_hd__or4_1;
top_level_ports;18;
criticalPathCategory;flop to flop;
antenna_violating_nets_left;0;
groute.usage.overall;15.9;%
detailroute.via_count;1556;
cts_tree;done;
cp_data_arrival_time;1.82;ns
reg2reg_path_depth;4;
floorplan.die.width;74.0;µm
grt.met3_usage;3.71;%
antenna_cells_inserted;0;
grt_start_max_net_pins;52;
drt_first_iter_violations;43;
max_slew_margin;75.8;%
postSynthCellCount;209;
place_congestion;0.811;
worst_setup_path_end_kind;flop;
area_leaders;sky130_fd_sc_hd__dfrtp_1, sky130_fd_sc_hd__ha_1, sky130_fd_sc_hd__xor2_1;
post_drt_via_cell_ratio;5.14;
detailedPlacementHpwl;2.55;mm
synth.yosys.seq_area_share;61.7;%
synth_top_cell_by_area;sky130_fd_sc_hd__dfrtp_1;
max_slew.worst_pin.slew;0.360;ns
power_density;418;nW/µm²
worstSkewPairLatency;0.28;ns
wl;3.60;mm
finalSetupViolations;0;
power.static_leakage;1.29;nW
logic_area;925;µm²
## stage by stage
step	total power, mW	hold slack, ns	util [%]
floorplan	0.694	0.0844	-
detailed placement	0.727	0.396	59.2
global route	1.28	0.107	61.1
finish	1.24	0.0885	61.1
CTS	1.26	0.0982	61.1
global placement	0.726	0.383	59.2
## metal layers
| metal | routed length (µm) | part of all wire [%] |
|---|---|---|
| met3 | 151 | 4.2 |
| met1 | 1810 | 50 |
| met4 | 59 | 1.6 |
| met5 | 0 | 0 |
| met2 | 1580 | 44 |
## worst max path at each step
| stage | startpoint | endpoint | slack (ns) | cells past startpoint |
|---|---|---|---|---|
| 4_1_cts | FD.d_h[0]$_DFF_PN0_ | FD.d_h[10]$_DFF_PN0_ | 0.28 | 4 |
| 5_1_grt | FD.d_h[0]$_DFF_PN0_ | FD.d_h[10]$_DFF_PN0_ | 0.11 | 4 |
| 6_report | FD.d_h[0]$_DFF_PN0_ | FD.d_h[10]$_DFF_PN0_ | 0.26 | 4 |
## flip-flops by register name, summed over array words and instances (netlist names), 3 cells and up
| name | count |
|---|---|
| C0.q | 4 |
| C3.q | 4 |
| FD.d_m10 | 9 |
| C0.out | 4 |
| C1.out | 4 |
| C2.out | 4 |
| FD.d_s10 | 3 |
| FD.d_h | 11 |
| FD.d_m1 | 5 |
| C2.q | 4 |
| C3.out | 4 |
| C1.q | 4 |
## Yosys cell counts (2+ instances only)
cell type                  number
sky130_fd_sc_hd__dfrtp_1       64
sky130_fd_sc_hd__inv_1         18
sky130_fd_sc_hd__nand2_1       14
sky130_fd_sc_hd__nor2_1        11
sky130_fd_sc_hd__xor2_1        10
sky130_fd_sc_hd__ha_1           9
sky130_fd_sc_hd__nand3_1        9
sky130_fd_sc_hd__xnor2_1        9
sky130_fd_sc_hd__o21ai_0        8
sky130_fd_sc_hd__a21oi_1        7
sky130_fd_sc_hd__mux2i_1        6
sky130_fd_sc_hd__nand4_1        6
sky130_fd_sc_hd__nand2b_1       5
sky130_fd_sc_hd__a22o_1         4
sky130_fd_sc_hd__mux2_2         4
sky130_fd_sc_hd__and2_1         2
sky130_fd_sc_hd__nor4_4         2
sky130_fd_sc_hd__o21ai_1        2
sky130_fd_sc_hd__or3_1          2
sky130_fd_sc_hd__or4_1          2
sky130_fd_sc_hd__or4_4          2
## logic make-up (layout without fill, tap and decap cells)
family / count (synthesis) / count (layout) / share of synthesized area, %
AND/OR/NAND/NOR: 62 / 62 / 14.4
AND-OR/OR-AND: 27 / 27 / 6.42
XOR/XNOR: 19 / 19 / 6.42
multiplexers: 10 / 10 / 4.05
buffers and inverters: 18 / 45 / 2.60
adder cells (fa/ha/maj): 9 / 9 / 4.34
flip-flops: 64 / 64 / 61.7
## layout make-up
| class | instances | share of cell area, % |
|---|---|---|
| flip-flops and latches | 64 | 54.1 |
| multi-input cells | 127 | 31.2 |
| repair buffers | 19 | 6.51 |
| clock buffers | 8 | 3.04 |
| well taps | 67 | 2.83 |
| inverters | 18 | 2.28 |
## worst max-delay path, delay by kind of cell (launching register included)
kind	cells	cell delay, ns
adder cells (fa/ha/maj)	1	0.29
flip-flops	1	0.44
AND-OR/OR-AND	1	0.10
AND/OR/NAND/NOR	2	0.71
## power breakdown
group          internal, mW  total, mW  switching (mW)
logic               0.00644     0.0315          0.0251
clock network         0.295      0.524           0.229
registers             0.681      0.681               0
No activity file was given, so power comes from the tool's default toggle rates.
